File: design/flow/config.mk
export PLATFORM = sky130hd
export DESIGN_NAME = ALU_32Bit
export DESIGN_NICKNAME = ALU_32Bit
export VERILOG_FILES = /design/flow/design.v
export SDC_FILE = /design/flow/constraint.sdc
export NUM_CORES = 4
export LEC_CHECK = 1
export CORE_UTILIZATION = 40
File: design/flow/run.sh
#!/bin/bash
# OpenROAD 26Q1-2900-gdf79404cd8, Yosys 0.63+post, stock flow scripts
make -C /OpenROAD-flow-scripts/flow DESIGN_CONFIG=/design/flow/config.mk WORK_HOME=/design/flow/orfs finish
File: design/flow/design.v
`timescale 1ns / 1ps
module ALU_32Bit(
		output reg [8:0] Out,
		input [8:0] A,B,
		input [3:0] Opcode
	);
	always @(Opcode or A or B)
	begin
		case(Opcode)
			4'b0000 :  
			begin
				Out <= 8'b0;
			end 
			4'b0001:  
			begin
				Out <= A;
			end
			4'b0010:  
			begin
				Out <= B;
			end
			4'b0011:  
			begin
				Out <= ~A;
			end
			4'b0100 :  
			begin
				Out <= A + 1;
			end 
			4'b0101 :  
			begin
				Out <= B + 1;
			end
			4'b0111 :  
			begin
				Out <= A + B;
			end
			4'b1000 :  
			begin
				Out <= A - B;
			end
			4'b1001 :  
			begin
				Out <= A & B;
			end
			4'b1010 :  
			begin
				Out <= A | B;
			end
			4'b1011 :  
			begin
				Out <= A ^ B;
			end
			4'b1100 :  
			begin
				Out <= A << B;
			end
			4'b1101 :  
			begin
				Out <= A >> B;
			end
			4'b1110 :  
			begin
				Out <= {{A[3:0]},
						  {A[7:4]}
						  };
			end
			4'b1111 :  
			begin
				Out <= ^A;
			end
			default : Out <= 8'bx;
		endcase
	end
endmodule
File: design/flow/constraint.sdc
current_design ALU_32Bit

set clk_period 8.1
set clk_io_pct 0.2

create_clock -name clk0 -period $clk_period

set non_clock_inputs [all_inputs -no_clocks]
set_input_delay [expr $clk_period * $clk_io_pct] -clock clk0 $non_clock_inputs
set_output_delay [expr $clk_period * $clk_io_pct] -clock clk0 [all_outputs]
==> flow_metrics.env <==
# source this file to load flow results
export IMPL_outcome="finished with violations"
export IMPL_violations="DRC"
export IMPL_antenna_found_initial=0
export IMPL_crit_start="Opcode[2]"
export IMPL_grt_pass1_wl_um=14770
export IMPL_setup_violations=0
export IMPL_worstSetupPathType="in2out"
export IMPL_required_ns=6.48
export IMPL_peakVddDrop_mv=0.02789
export IMPL_slew_headroom_pct=40.64
export IMPL_flop_area_sq_um=0
export IMPL_whs_endpoint="Out[1]"
export IMPL_n_clock_buffer=0
export IMPL_tightest_slew_ns=0.8885
export IMPL_antenna_left=0
export IMPL_ys_types=60
export IMPL_first_pass_iters=45
export IMPL_crit_path_max_fanout=26
export IMPL_syn_inst=377
export IMPL_yosys_warnings=1
export IMPL_finalClockPeriodUsage_pct=86.12
export IMPL_via_per_inst=6.464
export IMPL_place_gp_congestion=1.009
export IMPL_syn_area_sq_mm=0.002686
export IMPL_die_y_um=83.95
export IMPL_initial_core_util_pct=41.83
export IMPL_num_rows=29
export IMPL_finalCriticalPeriod_ns=6.976
export IMPL_ys_cells=377
export IMPL_dieArea_sq_mm=0.007048
export IMPL_worstPathArrival_ns=5.36
export IMPL_vias=2954
export IMPL_grtUsageTotal_pct=27.10
export IMPL_setup_tns_ns=0
export IMPL_core_area_sq_mm=0.006422
export IMPL_final_util_pct=46.62
export IMPL_maxSlewViolCount=0
export IMPL_holdBufCountCts=0
export IMPL_cts_resized=0
export IMPL_startpoint_type="input pin"
export IMPL_synth_area_per_cell_sq_um=7.126
export IMPL_antenna_cells=0
export IMPL_cellLeakagePower_nw=1.149
export IMPL_hold_depth=5
export IMPL_drive_gt1_share_pct=8.158
export IMPL_p_per_area_mw_per_mm2=52.66
export IMPL_rsz0062_at_grt="no"
export IMPL_layout_top_cells="clkdlybuf4s50_1 (31), ha_1 (28), inv_1 (23), a21oi_1 (23)"
export IMPL_drt_iter0_markers=274
export IMPL_drc=4
export IMPL_chipWidth_um=83.95
export IMPL_finalPower_w=0.0001577
export IMPL_hp_start="Opcode[3]"
export IMPL_postCtsSetupBuffers=0
export IMPL_yosys_area_sq_mm=0.002686
export IMPL_fmax_mhz=143.4
export IMPL_hold_path_class="in2out"
export IMPL_maxCapViolCount=0
export IMPL_yosysSeqAreaShare_pct=0
export IMPL_endpoint_kind="primary output"
export IMPL_fillCellCount=638
export IMPL_overflow=0
export IMPL_lay_top_count="clkdlybuf4s50_1"
export IMPL_grt_max_degree=34
export IMPL_grt_pass1_vias=2610
export IMPL_port_buffers=31
export IMPL_warnings=42
export IMPL_routed_wl_um=9341
export IMPL_dp_hpwl_um=6710
export IMPL_routedWlPerCell_um=20.44
export IMPL_final_hold_violation_count=0
export IMPL_ios=31
export IMPL_syn_to_final_growth_pct=11.46
export IMPL_seq_cells=0
cell usage after synthesis, types with 3 or more instances:
cell type | n | area share, %
buf_4 | 5 | 1.4
o2111ai_1 | 6 | 2.0
xnor2_1 | 18 | 5.9
a31oi_1 | 5 | 1.2
inv_1 | 23 | 3.2
or3_1 | 5 | 1.2
nor4_1 | 4 | 0.93
nand3b_1 | 6 | 1.7
mux2i_1 | 13 | 4.8
a21oi_1 | 23 | 4.3
a211oi_1 | 3 | 0.84
nor2b_1 | 7 | 1.6
nand3_1 | 21 | 3.9
clkinv_1 | 3 | 0.42
nand4_1 | 7 | 1.6
nor2_1 | 17 | 2.4
and3_1 | 8 | 1.9
xor2_1 | 4 | 1.3
nand2_1 | 22 | 3.1
o31ai_1 | 4 | 1.1
a2111oi_0 | 3 | 0.98
and2_1 | 5 | 1.2
o31a_1 | 4 | 1.3
buf_2 | 9 | 1.7
nand2b_1 | 4 | 0.93
clkbuf_1 | 23 | 3.2
a22oi_1 | 5 | 1.4
nor3_1 | 12 | 2.2
mux4_2 | 11 | 9.2
o21ai_0 | 22 | 4.1
ha_1 | 28 | 13
o22ai_1 | 9 | 2.1
mux2_2 | 3 | 1.3
o211ai_1 | 4 | 1.1
area by class of cell:
class | count | area (sq um) | area share, %
Inverter | 26 | 97.59 | 3.260
Multi-Input combinational cell | 313 | 2415 | 80.65
Timing Repair Buffer | 41 | 385.4 | 12.87
Tap cell | 77 | 96.34 | 3.218
per-stage QoR:
stage,std cells,hold WS (ns),cell area [sq um],setup WS [ns]
finish,457,4.472,2994,1.124
global placement,457,4.479,2994,1.256
floorplan,377,3.437,2686,2.392
global route,457,4.515,2994,0.9078
detailed placement,457,4.469,2994,1.204
CTS,457,4.477,2994,1.207
cells by family (layout without fill, tap and decap cells):
logic type               after synthesis  count (layout)  share of synthesized area (%)
buffers and inverters                 64              67                          10.34
XOR/XNOR                              23              23                          8.011
adder cells (fa/ha/maj)               29              29                          13.79
multiplexers                          27              27                          15.32
AND/OR/NAND/NOR                      130             130                          26.69
AND-OR/OR-AND                        104             104                          25.85
report_power, final:
part           total, W  leakage (nW)  internal [W]  switching, W
combinational  0.000158          1.15     0.0000728     0.0000849
sequential            0             0             0             0
clock                 0             0             0             0
total          0.000158          1.15     0.0000728     0.0000849
layer usage:
layer	wire [um]	global-route usage (%)	vias to the layer above
li1	-	-	1428
met5	0	0	-
met1	4238	41.97	1382
met2	4198	42.18	136
met4	79	3.135	0
met3	824	3.012	8
worst max-delay path, cell delays in order:
cell and delay [ns]:
clkdlybuf4s50_1 0.55, buf_4 0.29, inv_1 0.25, and3_1 0.36
o21ai_0 0.16, ha_1 0.24, fa_1 0.39, nor2b_1 0.20
nor3_1 0.10, a2111oi_0 0.61, nand3_1 0.14, clkdlybuf4s50_1 0.44
worst max-delay path by stage:
stage | end | cells past startpoint
final | Out[2] | 12
after CTS | Out[8] | 14
after global routing | Out[8] | 14
No activity file was given, so power comes from the tool's default toggle rates.
