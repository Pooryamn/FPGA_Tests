===== design.v =====
`timescale 1ns / 1ps
module Counter_4bit(
	input clk,rst,
	output reg [3:0] count
    );
	always @(posedge clk or posedge rst)
		begin
			if(rst)
				count = 4'h0;
			else
				count = count + 1;
		end
endmodule

===== run.sh =====
#!/bin/bash
# OpenROAD 26Q1-2900-gdf79404cd8, Yosys 0.63+post, stock flow scripts
make -C /OpenROAD-flow-scripts/flow DESIGN_CONFIG=/design/flow/config.mk WORK_HOME=/design/flow/orfs finish

===== config.mk =====
export PLATFORM = sky130hd
export DESIGN_NAME = Counter_4bit
export DESIGN_NICKNAME = Counter_4bit
export VERILOG_FILES = /design/flow/design.v
export SDC_FILE = /design/flow/constraint.sdc
export NUM_CORES = 4
export LEC_CHECK = 1
export CORE_AREA = 10 10 70 70
export DIE_AREA = 0 0 80 80

===== constraint.sdc =====
current_design Counter_4bit

set clk_period 1.0
set clk_io_pct 0.2

create_clock -name clk0 -period $clk_period [get_ports {clk}]

set non_clock_inputs [all_inputs -no_clocks]
set_input_delay [expr $clk_period * $clk_io_pct] -clock clk0 $non_clock_inputs
set_output_delay [expr $clk_period * $clk_io_pct] -clock clk0 [all_outputs]

==> run_results.csv <==
group,metric,value,unit
clock_network,cts_sinks,4,
logic_synthesis,ys_seq_frac,0.7018,
logic_synthesis,synth.top_cell.area_share,0.7018,
drt,antenna_left,0,
global_routing,grt_usage,0.01578,
logic_synthesis,yosys_warnings,1,
global_routing,grt-ovfl-total,0,
drt,drtIter0Drc,5,
critical_path,cp.required,1120,ps
final_timing,fin_setup_tns,0,ps
final_timing,max_freq,1054,MHz
logic_synthesis,most_common_cell,"dfrtp_1",
critical_path,worstPathCellList,"buf_4 > ha_2 > xor2_1",
place,finalWeightedCongestion,0.6570,
global_routing,grt_busiest_layer,"met3",
drt,vias,122,
logic_synthesis,async_flop_share,1.000,
logic_synthesis,ys_area,142.6,sq um
logic_synthesis,synthCells,10,
power_and_ir_drop,ir_worst_vdd,0.1647,mV
critical_path,critPathCaptureType,"flip-flop",
logic_synthesis,edf_count,0,
power_and_ir_drop,sw_frac_of_total,0.1830,
final_timing,worst_clock_skew,2.134,ps
die,fp-row-count,21,
final_timing,slew_headroom,0.9038,
cells_and_area,fin_area,300.3,sq um
cells_and_area,fillers,403,
logic_synthesis,synthTopCellsByCount,"dfrtp_1, inv_1",
hold_path,hp-class,"in2async",
final_timing,drv_slew,0,
die,io_pins,6,
global_routing,met3_usage,0.02955,
critical_path,crit_fanout,3,
final_timing,rsz0062_at_grt,"false",
final_timing,finalSetupViolCount,0,
cells_and_area,syn_to_final_growth,110.5,%
place,dp_cells,64,
final_timing,period_used_share,0.9486,
global_routing,grt_pass1_wl,690,microns
clock_network,clockBufferDepth,2,
critical_path,crit_arrival,1070,ps
clock_network,cts_tree,"yes",
drt,remaining_drc_errors,0,
drt,drt_wl_total,433,microns
clock_network,cts_hold_repair.buffers,0,
die,die_x,80,microns
drt,via_per_inst,1.743,
logic_synthesis,synth_cell_types,6,
clock_network,clk_pin_slew_worst_paths,40,ps
clock_network,cts_max_level,1,
clock_network,cts_made_buffers,3,
final_timing,fin_crit,948.6,ps
power_and_ir_drop,p_switching,67.34,uW
logic_synthesis,ys_ff,4,
job,openroad.warnings,26,
power_and_ir_drop,seq_power_share,0.442,
final_timing,finalHoldViolations,0,
clock_network,clkLatencyLatePin,230,ps
critical_path,cpMaxStageDelayCell,"dfrtp_1",
global_routing,met2_usage,0.01445,
logic_synthesis,area_leaders,"dfrtp_1, ha_1, xnor2_1",
cells_and_area,fin_cells,70,
critical_path,critical_path.top_delay_family,"flip-flops",
power_and_ir_drop,power_frac_comb,0.019,
critical_path,critPathMaxStageDelay,380,ps
global_routing,grt_pass1_vias,151,
die,die_area,6400,sq um
global_routing,antenna_found_initial,0,
job,drv_cap,0,
die,core_util_floorplan,0.04176,
drt,wl_per_cell,6.186,microns
logic_synthesis,synth_area_per_cell,14.26,sq um
drt,antennaDiodeCount,0,
place,io_buffers,5,
status,status,"completed",
critical_path,crit_buf_inv,1,
drt,dr.pass1.iters,2,
power_and_ir_drop,total_power,367.9,uW
critical_path,path_class,"reg2reg",
final_timing,worst_slew_pin_slew,144.1,ps
power_and_ir_drop,p_leak,0.1526,nW
logic_synthesis,flop_cell,"dfrtp_1",
cells_and_area,drive_gt1_frac,0.5833,
logic_synthesis,yosysCellCount,10,
logic_synthesis,top_area_cell,"dfrtp_1",
global_routing,grt_use_met1,0.01337,
critical_path,start_kind,"flip-flop",
cells_and_area,largest_reg_flops,4,
global_routing,grt_max_degree,5,
power_and_ir_drop,pwr_density_cell,1225,nW/um^2
power_and_ir_drop,clockPowerShare,0.539,
die,dieHeight,80,microns
power_and_ir_drop,p_int,300.6,uW
logic_synthesis,syn_area,142.6,sq um
clock_network,root_buffer,"clkbuf_4",
die,fp.coreArea,3416,sq um
place,place_area,272.8,sq um
-- final timing paths --
check | startpoint | endpoint | slack, ps | cells after the start
max | count[0] | count[2] | 50 | 3
min | rst | count[3] | 150 | 2
max reg2reg | count[0] | count[2] | 50 | 3
min reg2reg | count[0] | count[0] | 550 | 2
max in group asynchronous | rst | count[0] | 700 | 2
min in group clk0 | count[0] | count[0] | 550 | 2
-- logic make-up (layout without fill, tap and decap cells) --
family	after synthesis	after routing	share of synthesized area
adders and majority gates	1	1	0.08771
DFF	4	4	0.7018
xor gates and xnor gates	2	2	0.1228
and+or+nand+nor	1	1	0.03505
buffers and inverters	2	16	0.05265
-- cell type report --
| cell class | instances | area (sq um) | area share |
|---|---|---|---|
| Clock buffer | 3 | 22.52 | 0.07500 |
| Inverter | 2 | 7.507 | 0.02500 |
| Sequential cell | 4 | 100.1 | 0.3333 |
| Multi-Input combinational cell | 4 | 37.54 | 0.1250 |
| Tap cell | 46 | 57.56 | 0.1917 |
| Timing Repair Buffer | 11 | 75.07 | 0.2500 |
-- layout by cell type, fill, tap and decap left out --
master	n
buf_2	1
buf_4	6
clkbuf_2	3
clkbuf_4	3
clkdlybuf4s50_1	1
dfrtp_1	4
ha_2	1
inv_1	2
nand3_1	1
xnor2_1	1
xor2_1	1
-- timing repair --
item | in CTS | in global routing
setup endpoints to repair | 4 | 4
resized | 10 | 4
setup buffers | 3 | 0
-- power groups by stage --
stage	registers (mW)	logic (mW)	clock network [mW]
CTS	0.163	0.00706	0.210
finish	0.163	0.00691	0.198
global route	0.163	0.00801	0.222
-- metrics by stage --
stage                        util  setup WS (ps)  hold slack, ps
after floorplan                 -          179.0          -33.92
after global placement    0.07985         -86.95           394.6
after detailed placement  0.07985         -94.92           390.8
after CTS                 0.09158         -32.70           144.5
after global routing      0.08791          19.51           165.9
final                     0.08791          51.45           151.4
-- layer usage --
metal | routed length (microns) | share of wire | up-vias
li1 | - | - | 59
met1 | 187 | 0.43 | 57
met2 | 125 | 0.29 | 6
met3 | 120 | 0.28 | 0
met4 | 0 | 0 | 0
met5 | 0 | 0 | -
Power and IR drop assume default switching activity.
