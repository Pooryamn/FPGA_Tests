==> flow/constraint.sdc <==
current_design CaseState

set clk_period 2.5
set clk_io_pct 0.2

create_clock -name clk0 -period $clk_period

set non_clock_inputs [all_inputs -no_clocks]
set_input_delay [expr $clk_period * $clk_io_pct] -clock clk0 $non_clock_inputs
set_output_delay [expr $clk_period * $clk_io_pct] -clock clk0 [all_outputs]
==> flow/config.mk <==
export PLATFORM = sky130hd
export DESIGN_NAME = CaseState
export DESIGN_NICKNAME = CaseState
export VERILOG_FILES = /design/flow/design.v
export SDC_FILE = /design/flow/constraint.sdc
export NUM_CORES = 4
export LEC_CHECK = 1
export CORE_AREA = 10 10 70 70
export DIE_AREA = 0 0 80 80
==> flow/run.sh <==
#!/bin/bash
# OpenROAD 26Q1-2900-gdf79404cd8, Yosys 0.63+post, stock flow scripts
make -C /OpenROAD-flow-scripts/flow DESIGN_CONFIG=/design/flow/config.mk WORK_HOME=/design/flow/orfs finish
==> flow/design.v <==
`timescale 1ns / 1ps
module CaseState(
	output reg [3:0] Y,
	input [3:0] A,B,
	input [1:0] Ctrl
    );
	always @(A or B or Ctrl)
	begin
		case(Ctrl)
			2'b00: Y <= A + B;
			2'b01: Y <= A - B;
			2'b10: Y <= A * B;
			default: Y <= 4'hx;
		endcase
	end
endmodule
==> notes.md <==
yosys + openroad results -> Peak VDD IR=0.00004241 V, vias in the first global route=roughly 450, clkbuf count=0, drt total wl=roughly 1200 um, antenna violations before repair=0, crit path cell chain=buf_6 > and2_4 > ha_4 > ha_4 > ha_4 > xnor2_2 > xnor2_1 > xnor2_1 > mux2i_1 > buf_2, gate count of the mapped netlist=52, Setup TNS Final=-0.01300 ns, Flops=0, Vias/cell=around 3.4, fin area=approximately 770 um^2, routed via count=~420, total grt overflow=0, Horiz. Die Dim=80 um, Yosys Instances=approximately 52, total power=165.0 uW, row count=21, YS chip area=a little under 400 um^2, Yosys Warn Count=1, floorplan-stage core utilization=11.39%, I/O pin total=14, DRC=0, Leak=about 0.00035 uW, DRT antenna net count=0, initial DRC count=4, outcome=complete, but fails checks, Hold Fails Final Rpt=0, Avg WL per Cell=~10 um, WHS Endpoint=Y[1], Detail Placement HPWL=930.5 um, global-route wire length before repair=1980 um, Mean Syn Cell Area=~7.5 um^2, Most Frequent Cell on Critical Path=ha_4, Crit-path slowest cell=ha_4, Max Slew Vio Count=0, Slew @ Worst Pin=~0.33 ns, crit-path leading delay family=adder cells, critical path class=in -> out, post-route minimum period=about 2.5 ns, register area=0 um^2, distinct cell type count after synthesis=19, Hold WC Path Type=in -> out, crit path DAT=between 2 and 2.5 ns, failing checks=setup timing, min setup slack post-route=-0.01300 ns, pin count of the biggest net entering global routing=8, Period Utilization, post-route=100.5%, Post-Syn Area=between 300 and 400 um^2, fill count=366, Syn-to-layout area delta=98.71%, layout cells sized above 1=between 50% and 60%, Max Cap Viol=0, crit path DRT=2.00 ns, most common cell after layout, fill and taps aside=buf_4, hold-critical path depth=4, RSZ-0062 raised after global routing=yes, Post-synth seq share=0%, Die Ht=approximately 80 um, Worst Hold Launch=Ctrl[1], Critical path origin=B[2], OpenROAD warnings=34, IO buf count=14, Crit Path Max Fanout=2, Core ar.=between 0.003 and 0.004 mm^2, final setup fails=1, DRT Pass-1 Iters=2, Core Util, Final=around 23%, Final Wtd Congestion=about 0.86, GRT Util Overall=around 3.7%, most frequent cells in the layout=11 x buf_4, 6 x xnor2_1, 5 x nor2_1, 5 x ha_4, 5 x buf_6, Critical Path Start Type=input port, Worst setup EP type=output pin, fmax=~400 MHz, power density over the cells=roughly 210 mW/mm^2, die area=approximately 0.0064 mm^2, Placed Instance Area=around 660 um^2, ant diodes=0, sum of buffers and inverters on the critical path=2, relative slew slack=between 70% and 80%, slowest stage delay, CP=roughly 0.26 ns
## where the power goes
| part | leakage, uW | internal [uW] | switching (uW) |
|---|---|---|---|
| Clock | 0 | 0 | 0 |
| Combinational | 0.000349 | 96.7 | 68.3 |
| Sequential | 0 | 0 | 0 |
## metrics by stage
step	hold slack [ns]	worst slack, ns	cells
final	1.549	-0.01300	123
after detailed placement	2.184	-0.9388	121
after CTS	1.558	0.005070	123
after global placement	2.163	-0.9194	121
after global routing	1.623	-0.06596	123
after floorplan	1.127	0.07136	52
## routing by layer
metal,up-vias,GRT usage (%),wire (um)
met1,191,4.377,549
met5,-,0,0
met4,0,0,0
met2,10,6.421,543
li1,218,-,-
met3,0,1.818,136
## area by class of cell
class,instances,area [um^2],share of cell area [%]
Multi-Input combinational cell,45,478.0,61.81
Tap cell,46,57.56,7.443
Inverter,6,25.02,3.236
Timing Repair Buffer,26,212.7,27.51
## timing repair
| item | in CTS | in global routing |
|---|---|---|
| endpoints found under the setup margin | 4 | 3 |
| pin swaps | 16 | 6 |
| gates cloned | 0 | 0 |
| hold buffers | 0 | 0 |
| resized | 58 | 7 |
| setup buffers | 2 | 0 |
## worst max-delay path by stage
stage | depth (start not counted) | slack (ns) | endpoint
CTS | 10 | 0.005 | Y[3]
finish | 10 | -0.01 | Y[3]
global route | 10 | -0.07 | Y[3]
## Yosys cell counts
| cell | count | area share (%) |
|---|---|---|
| o31ai_2 | 1 | 3.2 |
| nand2_2 | 1 | 1.6 |
| nand2b_2 | 1 | 2.3 |
| inv_1 | 6 | 5.8 |
| nor2_1 | 6 | 5.8 |
| nand2b_1 | 1 | 1.6 |
| xor2_1 | 3 | 6.8 |
| fa_1 | 1 | 5.1 |
| o21ai_0 | 1 | 1.3 |
| nor2b_1 | 1 | 1.6 |
| clkbuf_1 | 1 | 0.96 |
| and2_2 | 1 | 1.9 |
| ha_1 | 9 | 29 |
| a21o_1 | 1 | 1.9 |
| mux2i_1 | 1 | 2.6 |
| xnor2_1 | 8 | 18 |
| and2_1 | 1 | 1.6 |
| nand2_1 | 4 | 3.9 |
| a21oi_1 | 4 | 5.1 |
## kinds of logic after synthesis
| kind of cell | synth area share [%] |
|---|---|
| compound gates | 11.57 |
| buf+inv | 6.751 |
| mux | 2.572 |
| simple gates | 20.26 |
| xor+xnor | 24.76 |
| fa+ha+maj | 34.08 |
Power and IR drop assume default switching activity.
